<file path="flow/design.v">
module data_memory(
    input clk,
    input [7:0] mem_addr,  
    input we,  
    input [7:0] mem_in_data,  
    output reg [7:0] mem_out_data  
);
    reg [7:0] regs_mem [255:0];  
    always@(posedge clk) begin  
        if(we) begin
            regs_mem[mem_addr] <= mem_in_data;  
        end
        else begin
            mem_out_data <= regs_mem[mem_addr];  
        end
    end
endmodule
</file>
<file path="flow/run.sh">
#!/bin/bash
# OpenROAD 26Q1-2900-gdf79404cd8, Yosys 0.63+post, stock flow scripts
make -C /OpenROAD-flow-scripts/flow DESIGN_CONFIG=/design/flow/config.mk WORK_HOME=/design/flow/orfs finish
</file>
<file path="flow/config.mk">
export PLATFORM = sky130hd
export DESIGN_NAME = data_memory
export DESIGN_NICKNAME = data_memory
export VERILOG_FILES = /design/flow/design.v
export SDC_FILE = /design/flow/constraint.sdc
export NUM_CORES = 4
export LEC_CHECK = 1
export CORE_UTILIZATION = 40
</file>
<file path="flow/constraint.sdc">
current_design data_memory

set clk_period 14.7
set clk_io_pct 0.2

create_clock -name clk0 -period $clk_period [get_ports {clk}]

set non_clock_inputs [all_inputs -no_clocks]
set_input_delay [expr $clk_period * $clk_io_pct] -clock clk0 $non_clock_inputs
set_output_delay [expr $clk_period * $clk_io_pct] -clock clk0 [all_outputs]
</file>
==> reports/qor.tcl <==
set qor(fp_util) 0.403
set qor(cts_resized) 0
set qor(p_int_mw) 9.42
set qor(power.ir.vdd_worst_uv) 94.9
set qor(log.warning_count) 26
set qor(power.combinational.fraction) 0.044
set qor(timing.hold.worst_endpoint) {mem_out_data[3]$_DFFE_PN_}
set qor(finalClockPeriodUsage) 0.496
set qor(h-tree-depth) 4
set qor(synth_area_in_simple_gates) 0.0173
set qor(layout.filler_cells) 15996
set qor(yosys.area.top_type) {sky130_fd_sc_hd__edfxtp_1}
set qor(wire_per_inst_microns) 29.1
set qor(clock_latency_ns) 0.86
set qor(drt_pre_antenna_iters) 7
set qor(die.size.y_microns) 445
set qor(timing.hold.worst_path_depth) 5
set qor(grt_antenna_before_repair) 10
set qor(leakagePower_nw) 26.9
set qor(worstPathArrival_ns) 7.86
set qor(fp-row-count) 162
set qor(yosysCellCount) 3545
set qor(post-place-ws_ns) 6.32
set qor(cp-startpoint) {mem_addr[0]}
set qor(timing.reg2reg.setup_slack_ns) 11.73
set qor(synth_adder_area_share) 0
set qor(critical_path_peak_fanout) 64
set qor(layout.area.seq_sq_mm) 0.0617
set qor(reg2reg_to) {mem_out_data[7]$_DFFE_PN_}
set qor(synth-seq-area-share) 0.786
set qor(syn-cell-area_sq_mm) 0.0785
set qor(hold_start) {regs_mem[86][3]$_DFFE_PP_}
set qor(netlist_top_cells_area) {sky130_fd_sc_hd__edfxtp_1 79%, sky130_fd_sc_hd__mux4_2 15%, sky130_fd_sc_hd__a22oi_1 2.4%, sky130_fd_sc_hd__nor2_1 1.1%, sky130_fd_sc_hd__a21oi_1 0.82%}
set qor(ys_area_sq_mm) 0.0785
set qor(die_area_sq_mm) 0.198
set qor(post-place-cells) 6155
set qor(worst_clock_skew_ns) 0.0599
set qor(synth.cellmix.compoundShare) 0.0362
set qor(setup_viol) 0
set qor(worst_setup_path_start_kind) {primary input}
set qor(worst_slack_ns) 7.40
set qor(p_seq_frac) 0.541
set qor(hold_buffers) 0
set qor(area_used_by_multi_input_combinational_logic_sq_mm) 0.0159
set qor(run_status) {finished, final reports clean}
set qor(dp.final_hpwl_mm) 114
set qor(areal_power_density_over_the_cells_mw_per_mm2) 134
set qor(timing_worst_slew_pin_value_ns) 1.36
set qor(routabilityCongestion) 0.866
set qor(postSynthAreaPerCell_sq_um) 22.2
set qor(switchingPower_mw) 2.56
set qor(reg2regPathDepth) 5
set qor(number_of_hold_slack_violations_in_the_final_timing_report) 0
set qor(cts_inserted_buffers) 201
set qor(power_switching_share) 0.213
set qor(final.min_clock_period_ns) 7.30
set qor(drt-vias-per-instance) 5.65
set qor(cts_setup_buffers) 0
set qor(end_kind) {register}
set qor(ys_ff) 2056
set qor(yosys_warnings) 1
set qor(post_synthesis_cell_type_count) 20
set qor(post_route_cells_drive_above_1_share) 0.261
set qor(global_route.usage.total) 0.215
set qor(number_of_global_route_vias_before_repair) 40545
set qor(rsz0062_at_grt) {false}
set qor(finalNonFillerCells) 6534
set qor(io-pin-count) 26
set qor(first_pass_grt_wire_length_mm) 278
set qor(grt_start_max_net_pins) 98
set qor(count_of_nets_left_with_antenna_violations_after_detail_routing) 0
set qor(layout-area-overhead-vs-synth_pct) 13.4
set qor(postSynthCellCount) 3545
set qor(num_vias) 36932
set qor(clock_tree_from_tritoncts) {done}
set qor(die_x_microns) 445
set qor(crit_required_ns) 15.26
set qor(fmax_ghz) 0.137
set qor(port_buffers) 25
set qor(finalSetupTns_ns) 0
set qor(timing.setup.critical_path_class) {in2reg}
set qor(cap_viol_max_count) 0
set qor(synth-xor-area-share) 0
set qor(dr.first_iter.drc_count) 2471
set qor(drt_wl_total_mm) 190
set qor(synthTopLogicFamily) {multiplexers}
set qor(r2r-start) {regs_mem[14][7]$_DFFE_PP_}
set qor(synth.top_cell.area_share) 0.786
set qor(area_of_the_core_sq_mm) 0.195
set qor(worstHoldPathType) {reg2reg}
set qor(yosys-mux-area-fraction) 0.147
set qor(cts_max_path_buffers) 3
set qor(grt.overflow.total) 0
set qor(clkSinkCount) 2056
set qor(clock_slew_at_the_register_clock_pins_of_the_worst_setup_and_hold_paths_ns) 0.06
set qor(clock-root-buffer) {sky130_fd_sc_hd__clkbuf_16}
set qor(max-slew-margin-rel) 0.0810
set qor(clock_power_share) 0.415
set qor(timing.final.max_slew_violations) 0
set qor(dr_drc_count) 0
## routing by layer
metal | track usage | part of all wire | vias up
li1 | - | - | 15517
met1 | 0.283 | 0.34 | 19157
met2 | 0.314 | 0.47 | 1916
met3 | 0.134 | 0.14 | 328
met4 | 0.0657 | 0.041 | 14
met5 | 0.00195 | 0.00066 | -
## flip-flops by register name (all words and copies together) (netlist names)
signal,flops
regs_mem,2048
mem_out_data,8
## worst max-delay path by stage
stage	end	slack (ns)	cells after the start
4_1_cts	mem_out_data[4]$_DFFE_PN_	7.22	10
5_1_grt	mem_out_data[4]$_DFFE_PN_	6.83	10
6_report	mem_out_data[4]$_DFFE_PN_	7.40	10
## synth_stat cells
| cell type | count |
|---|---|
| sky130_fd_sc_hd__buf_2 | 34 |
| sky130_fd_sc_hd__nor2_1 | 234 |
| sky130_fd_sc_hd__o41ai_1 | 32 |
| sky130_fd_sc_hd__buf_4 | 10 |
| sky130_fd_sc_hd__a21oi_1 | 128 |
| sky130_fd_sc_hd__a22oi_1 | 256 |
| sky130_fd_sc_hd__and2_1 | 3 |
| sky130_fd_sc_hd__or2_2 | 2 |
| sky130_fd_sc_hd__nor3_1 | 27 |
| sky130_fd_sc_hd__nand4_1 | 9 |
| sky130_fd_sc_hd__edfxtp_1 | 2056 |
| sky130_fd_sc_hd__inv_1 | 1 |
| sky130_fd_sc_hd__clkbuf_1 | 140 |
| sky130_fd_sc_hd__nand3_1 | 17 |
| sky130_fd_sc_hd__mux4_2 | 512 |
| sky130_fd_sc_hd__buf_6 | 15 |
| sky130_fd_sc_hd__nand2b_1 | 5 |
| sky130_fd_sc_hd__nor2b_1 | 8 |
| sky130_fd_sc_hd__nand2_1 | 25 |
| sky130_fd_sc_hd__buf_1 | 31 |
## through the flow
step | hold slack [ns] | area (sq um) | power [mW] | util
after floorplan | 0.896 | 78500 | 6.88 | -
after global placement | 1.08 | 82700 | 7.14 | 0.424
after detailed placement | 1.06 | 82700 | 7.14 | 0.424
after CTS | 1.08 | 89100 | 12.1 | 0.457
after global routing | 1.11 | 89100 | 12.3 | 0.457
final | 1.07 | 89100 | 12.0 | 0.457
## cells in the final DEF, fill, tap and decap left out, types with 14 or more instances in the layout
cell / n
sky130_fd_sc_hd__clkbuf_1: 41
sky130_fd_sc_hd__nor3_1: 27
sky130_fd_sc_hd__clkdlybuf4s50_1: 15
sky130_fd_sc_hd__a22oi_1: 256
sky130_fd_sc_hd__a21oi_1: 128
sky130_fd_sc_hd__bufinv_16: 14
sky130_fd_sc_hd__nand2_1: 24
sky130_fd_sc_hd__clkbuf_16: 201
sky130_fd_sc_hd__clkinv_1: 50
sky130_fd_sc_hd__o41ai_1: 23
sky130_fd_sc_hd__mux4_2: 512
sky130_fd_sc_hd__edfxtp_1: 2056
sky130_fd_sc_hd__buf_4: 186
sky130_fd_sc_hd__nor2_1: 233
sky130_fd_sc_hd__clkinv_2: 45
## kinds of logic (layout without fill, tap and decap cells)
family / count (synthesis) / count (layout)
compound gates: 416 / 416
buf+inv: 231 / 592
flops: 2056 / 2056
mux: 512 / 512
other cells: 0 / 4
simple gates: 330 / 330
## power groups by stage
| stage | Combinational (mW) | Clock [mW] | Sequential, mW |
|---|---|---|---|
| 4_1_cts | 0.542 | 5.07 | 6.48 |
| 5_1_grt | 0.573 | 5.28 | 6.48 |
| 6_report | 0.532 | 4.97 | 6.48 |
## area by class of cell
cell class	count	share of cell area
antenna	4	0.000112
clock buffer	242	0.0582
clock inverter	133	0.0134
inverter	1	0.0000421
multi-input combinational	1258	0.178
sequential	2056	0.693
tap	2624	0.0369
timing repair buffer	216	0.0202
## worst max-delay path, cell delays in order
cell and delay (ns):
sky130_fd_sc_hd__buf_8 0.43, sky130_fd_sc_hd__buf_4 0.67, sky130_fd_sc_hd__buf_4 0.65, sky130_fd_sc_hd__buf_12 0.49, sky130_fd_sc_hd__buf_4 0.61, sky130_fd_sc_hd__mux4_2 0.59
sky130_fd_sc_hd__a22oi_1 0.27, sky130_fd_sc_hd__a21oi_1 0.12, sky130_fd_sc_hd__o41ai_1 0.81, sky130_fd_sc_hd__nand4_1 0.18
Power figures rest on the tool's default switching activity, not on a simulated workload.
