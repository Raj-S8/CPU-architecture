### design/flow/run.sh
#!/bin/bash
# OpenROAD 26Q1-2900-gdf79404cd8, Yosys 0.63+post, stock flow scripts
make -C /OpenROAD-flow-scripts/flow DESIGN_CONFIG=/design/flow/config.mk WORK_HOME=/design/flow/orfs finish
### design/flow/design.v
module registers (
    input clk,  
    input we,  
    input [2:0] r_add1, r_add2,  
    input [2:0] w_add,  
    input [7:0] w_data,  
    output [7:0] r_data1, r_data2  
);
reg [7:0] regs[7:0]; 
assign r_data1 = regs[r_add1];
assign r_data2 = regs[r_add2];
always@(posedge clk)
    begin
        if(we && w_add != 3'b000)   
            regs[w_add] <= w_data;
        regs[3'b000] <= 8'b00000000;  
end
endmodule
### design/flow/config.mk
export PLATFORM = sky130hd
export DESIGN_NAME = registers
export DESIGN_NICKNAME = registers
export VERILOG_FILES = /design/flow/design.v
export SDC_FILE = /design/flow/constraint.sdc
export NUM_CORES = 4
export LEC_CHECK = 1
export CORE_UTILIZATION = 30
### design/flow/constraint.sdc
current_design registers

set clk_period 1.7
set clk_io_pct 0.2

create_clock -name clk0 -period $clk_period [get_ports {clk}]

set non_clock_inputs [all_inputs -no_clocks]
set_input_delay [expr $clk_period * $clk_io_pct] -clock clk0 $non_clock_inputs
set_output_delay [expr $clk_period * $clk_io_pct] -clock clk0 [all_outputs]
==> flow_summary.toml <==
# implementation run metrics
[run_status]
outcome = "finished with violations"
violations = "negative setup slack"

[sta]
max_slew_margin_pct = 83.2
timing.hold.ws_ns = 0.732
hold_viol = 0
achievable-frequency_ghz = 0.563
worstMarginPinSlew_ns = 0.251
rsz0062_at_grt = "yes"
final.period_utilization_pct = 104
final_tally_of_max_slew_violations = 0
finalWorstSetupSlack_ns = -0.0762
post-route-min-period_ns = 1.78
setup_viol = 16

[logic_synthesis]
ff_type = "sky130_fd_sc_hd__edfxtp_1"
async_flop_share_pct = 0
postSynthSeqShare_pct = 59.4
syn_area_per_cell_um2 = 15.8
top_area_cell = "sky130_fd_sc_hd__edfxtp_1"
synth-warning-count = 1
synth_top_cell_by_count = "sky130_fd_sc_hd__edfxtp_1"
ys_chip_area_mm2 = 0.00283
postSynthRegisterBits = 56
syn-cell-area_mm2 = 0.00283
synth.lib_cells_used.distinct = 21
common_cells = "sky130_fd_sc_hd__edfxtp_1 (56), sky130_fd_sc_hd__mux2i_1 (24), sky130_fd_sc_hd__a221oi_1 (13), sky130_fd_sc_hd__a221oi_2 (11), sky130_fd_sc_hd__nor2b_1 (11)"
synthCells = 179
area_leaders = "sky130_fd_sc_hd__edfxtp_1 (59%), sky130_fd_sc_hd__mux2i_1 (8.5%), sky130_fd_sc_hd__a221oi_2 (5.8%)"
yosys_cell_count = 179
netlist.area_leader.share_pct = 59.4
edff_count_synth = 56

[global_routing]
global_route_wire_length_before_repair_um = 10600
grt_remaining_overflow = 0
grt_max_degree = 18
grt_antenna_before_repair = 0
first_global_vias = 1978
groute.usage.overall_pct = 15.2

[critical_path]
critical_path.startpoint_type = "flop"
critical_path.max_stage_delay_ns = 0.39
worst-endpoint-arrival_ns = 1.44
timing.critical_path.fanout_max = 2
cp_data_required_time_ns = 1.36
critical-path-slowest-cell = "sky130_fd_sc_hd__edfxtp_1"
worst_setup_path_end_kind = "output pin"
worst-setup-path-type = "reg -> out"
crit_path_cell_trace = "mux2_4 > a221oi_4 > a311oi_2 > buf_2"

[clocking]
clock_tree.htree_level_count = 2
tritoncts = "done"
cts-buffers-inserted = 5
clock_path_buffers = 2
clock_tree.root_cell = "sky130_fd_sc_hd__clkbuf_8"
cts.sinks = 56
clk_transition_reported_paths_ns = 0.09

[routing]
via_per_inst = 5.11
route.antenna.remaining_nets = 0
initialDrtViolationCount = 51
detailedRoute.firstPassIterationCount = 4
drc = 0
vias = 1886
route.antenna.diode_count = 0
wl_per_cell_um = 18.4
finalWirelength_um = 6790

[placement]
place_worst_setup_slack_ns = -0.873
dpl.hpwl_um = 4720
port_buffers = 34
place_area_mm2 = 0.00350
placer_congestion = 0.830
dp_cells = 349

[power]
static-leakage-power_nw = 1.47
ir_worst_vdd_mv = 0.422
power_per_cell_area_mw_per_mm2 = 750

[die]
floorplan.die.height_um = 99.1
floorplan.core_area_mm2 = 0.00920
die_w_um = 99.1
design.portCount = 35
chip_area_mm2 = 0.00983
std_cell_rows = 35
share_of_the_core_filled_by_cells_before_placement_pct = 30.8

[cells_and_area]
largest_reg_flops = 56
layout.area.comb_mm2 = 0.00125
reg.largest.list = "regs x56"
area_growth_syn_to_layout_pct = 38.9
sequential_cell_area_mm2 = 0.00168
fill_cells = 812
final-instance-count-excl-fill = 369
post-route-cell-area_mm2 = 0.00393
regMostFlops = "regs"
drive_above_1_share_pct = 50.0

[job]
number_of_warnings_in_the_stage_logs = 27
cap_viol_max_count = 0

[min_path]
holdCritPathClass = "in -> reg"
[report_power, final]
group	switching (mW)	internal [mW]
clock network	0.404	0.436
registers	0.0238	1.57
logic	0.233	0.285
[final timing paths]
kind	startpoint	end	slack, ns	cells past startpoint
worst min-delay path	w_data[2]	regs[4][2]	0.73	1
worst max-delay path	regs[1][3]	r_data2[3]	-0.08	4
[cells in the final DEF (no fill, tap or decap), types with 9 or more instances in the layout]
| cell type | instances |
|---|---|
| sky130_fd_sc_hd__edfxtp_1 | 56 |
| sky130_fd_sc_hd__mux2i_1 | 24 |
| sky130_fd_sc_hd__clkdlybuf4s50_1 | 12 |
| sky130_fd_sc_hd__nor2b_1 | 9 |
| sky130_fd_sc_hd__a221oi_4 | 9 |
| sky130_fd_sc_hd__a221oi_2 | 15 |
| sky130_fd_sc_hd__buf_4 | 43 |
| sky130_fd_sc_hd__buf_6 | 10 |
| sky130_fd_sc_hd__mux2_4 | 16 |
| sky130_fd_sc_hd__buf_2 | 18 |
[per-layer routing]
layer | wire length, um | GRT usage (%) | up-vias
met1 | 2970 | 22.3 | 903
met3 | 688 | 7.29 | 6
met2 | 3060 | 22.6 | 80
met5 | 0 | 0 | -
li1 | - | - | 897
met4 | 72 | 1.47 | 0
[worst max-delay path: cells and delay by family, from the launching register on]
| family | cells | cell delay, ns |
|---|---|---|
| DFF | 1 | 0.39 |
| AOI/OAI and AO/OA | 2 | 0.32 |
| muxes | 1 | 0.29 |
| buffers and inverters | 1 | 0.13 |
[kinds of logic after synthesis]
group	count (synthesis)	share of synthesized area, %
AND-OR/OR-AND	40	14.5
buffers and inverters	18	5.44
flip-flops	56	59.4
multiplexers	40	15.9
AND/OR/NAND/NOR	25	4.77
[through the flow]
| step | util (%) | power, mW | setup TNS, ns |
|---|---|---|---|
| 2_1_floorplan | - | 1.83 | 0 |
| 3_3_place_gp | 38.1 | 2.06 | -13.00 |
| 3_5_place_dp | 38.1 | 2.06 | -12.93 |
| 4_1_cts | 41.6 | 2.92 | -1.07 |
| 5_1_grt | 42.7 | 3.07 | -2.03 |
| 6_report | 42.7 | 2.95 | -0.747 |
[final cells by class]
class | count | area share (%)
Sequential cell | 56 | 42.8
Clock inverter | 3 | 1.08
Tap cell | 111 | 3.53
Multi-Input combinational cell | 105 | 31.7
Clock buffer | 5 | 1.75
Timing Repair Buffer | 89 | 19.1
[repair_timing]
item                                    in CTS  in global routing
endpoints found under the hold margin        0                  0
endpoints found under the setup margin      16                 16
cloned                                       1                  0
resized                                    109                 12
buffers inserted                            12                  0
hold buffers                                 0                  0
pin swaps                                   27                 15
No activity file was given, so power comes from the tool's default toggle rates.
