### flow/config.mk
export PLATFORM = sky130hd
export DESIGN_NAME = ALU
export DESIGN_NICKNAME = ALU
export VERILOG_FILES = /design/flow/design.v
export SDC_FILE = /design/flow/constraint.sdc
export NUM_CORES = 4
export LEC_CHECK = 1
export CORE_UTILIZATION = 50
### flow/constraint.sdc
current_design ALU

set clk_period 24.5
set clk_io_pct 0.2

create_clock -name clk0 -period $clk_period

set non_clock_inputs [all_inputs -no_clocks]
set_input_delay [expr $clk_period * $clk_io_pct] -clock clk0 $non_clock_inputs
set_output_delay [expr $clk_period * $clk_io_pct] -clock clk0 [all_outputs]
### flow/run.sh
#!/bin/bash
# OpenROAD 26Q1-2900-gdf79404cd8, Yosys 0.63+post, stock flow scripts
make -C /OpenROAD-flow-scripts/flow DESIGN_CONFIG=/design/flow/config.mk WORK_HOME=/design/flow/orfs finish
### flow/design.v
module ALU(
    input [7:0] a,
    input[7:0] b,
    input [3:0] opcode,
    output [7:0] alu_output,
    output reg c, z, v, n
);
reg[7:0] AH, AL ;
assign alu_output = AL;
reg[8:0] temp;  
always@(*) begin
  case(opcode)
    4'b0000:  
    begin
        {c,AL} = a + b;
        z = AL == 0;
        v = (~(a[7] ^ b[7])) & (a[7] ^ AL[7]);
        n = AL[7];
    end
    4'b0001:  
      begin
        {c,AL} = {1'b0,a} - {1'b0,b};  
        z = AL == 0;
        v = (a[7] ^ b[7]) & (a[7] ^ AL[7]);
        n = AL[7];  
    end
    4'b0010:
      begin   
        {AH, AL} = a * b;    
        v  = |AH;             
        c  = 0;
        z  = (AL == 0);
        n  = AL[7];
    end
    4'b0011:
      begin   
        {AH, AL} = $signed(a) * $signed(b);
        v  = |AH;             
        c  = 0;
        z  = (AL == 0);
        n  = AL[7];
    end
    4'b0100:
      begin
        if(b == 0) begin
          AL = 8'hFF;  
          AH = 0;  
          v = 1;  
        end
        else begin
          AL = a / b;
          AH = a % b;
          v = 0;
        end
        c = 0;
        z = AL?0:1;
        n = AL[7];
    end
    4'b0101:
      begin
        if(b == 0) begin
          AL = 8'hFF;  
          AH = 0;  
          v = 1;  
        end
        else begin
          AL = $signed(a) / $signed(b);  
          AH = $signed(a) % $signed(b);  
          v = 0;
        end
        c = 0;
        z = AL?0:1;
        n = AL[7];
    end
    4'b0110:  
      begin
        AL = a & b;
        c = 0;
        v = 0;
        z = AL?0:1;
        n = AL[7];
      end
    4'b0111:  
      begin
        AL = a | b;
        c = 0;
        v = 0;
        z = AL?0:1;
        n = AL[7];
      end
    4'b1000:  
      begin
        AL = a ^ b;
        c = 0;
        v = 0;
        z = AL?0:1;
        n = AL[7];
      end
    4'b1001:  
      begin
        AL = ~a;
        c = 0;
        v = 0;
        z = AL?0:1;
        n = AL[7];
      end
    4'b1010:  
      begin 
        AL = a << 1;  
        c = a[7];  
        v = 0;
        z = AL?0:1;
        n = AL[7];
      end
    4'b1011:  
      begin 
        AL = a >> 1;  
        c = a[0];  
        v = 0;
        z = AL?0:1;
        n = AL[7];
      end
    4'b1100:  
      begin
        AL = $signed(a) >>> 1;  
        c = a[0];  
        v = 0;
        z = AL?0:1;
        n = AL[7];
      end
      4'b1101:
        begin
          AL = {a[6:0], a[7]};
          c = a[7];
          v = 0;
          z = AL?0:1;
          n = AL[7];
        end
      4'b1110:
        begin
          AL = {a[0], a[7:1]};
          c = a[0];
          v = 0;
          z = AL?0:1;
          n = AL[7];
        end
      4'b1111:  
        begin  
          temp = {1'b0, a} - {1'b0, b};
          c = temp[8];
          v = (a[7] ^ b[7]) & (a[7] ^ temp[7]);
          z = temp?0:1;
          n = temp[7];
        end
      default:
        begin
          AL = 8'h00;
          AH = 8'h00;
          c = 0;
          v = 0;
          z = 1;
          n = 0;
        end
    endcase
  end
endmodule
==> git commit body <==
Refresh implementation metrics

- After clock tree synthesis, the flow added hold-fix buffers numbering 0.
- Per the synthesis report, the single largest cell type by area occupies 21.2% of cell area.
* Synthesized area divided by synthesized cell count: 7.76 µm²
- The flow ran to the end, and the final reports show no timing, DRC or antenna violations.
- Counting flops and latches in the post-synthesis netlist gives 8.
- The global routing report lists combined usage of all routing layers as 32.1%.
- Req. time, crit path: 19.60 ns
- Per STA, the endpoint of the critical path is z.
- Setup Crit Path Kind: input port to primary output
- The script logs the mean routed wire length per placed instance as 18.7 µm.
* Number of pins with negative max-slew slack in the final report: 0
* Max VDD drop: slightly below 0.09 mV
- Fraction of layout instances using a drive strength above 1: 9.97%
- The detailed router finished its first iteration with 517 violations.
- Count of unresolved DRC violations after routing: 0
- Cell area after synthesis: 0.00820 mm²
* Area overhead of the layout relative to synthesis: 11.9%
- The first global-routing pass estimated 39800 µm of wire.
- Register pins left without a clock: 8
- The script extracted a total leakage power of 4.38 nW.
* Synthesized netlist cell count: 1057
- The synthesis report lists the Yosys warning total as 1.
- The tightest min-delay check is of the input port to primary output type.
- Flip-flop count of the largest register after layout: 8
- Critical path launch point: b[0]
- Die area: 0.0169 mm²
* HPWL after detailed placement: ~20000 µm
* CP max stage cell: a2111o_1
- Critical-path maximum fanout: 6
- Cell area leaders: fa_1 (21%), ha_1 (20%), inv_1 (6.5%)
* Count of final setup violators: 0
- 16 endpoints have no timing constraint.
* Floorplan die height: about 130 µm
- Of the available clock period, the critical path in the final layout requires 97.1%.
- Static timing analysis puts the maximum clock frequency at 42.0 MHz.
- Hold-check failures listed in the final report amount to 0.
- Per the OpenROAD timing report, the critical path contains 67 cells.
- Cell family contributing the most delay on the critical path: AND-OR/OR-AND gates
- Weighted congestion reported at the end of routability-driven placement: approximately 1.0
* Number of iterations in the first detailed-routing pass: 5
- Post-route antenna net violation count: 0
- Arrival @ worst endpoint: 18.90 ns
* Number of antenna violations at the first check in global routing: 0
- Number of distinct standard cells referenced by the synthesized netlist: between 70 and 80
- Chip Area, Yosys: 0.00820 mm²
- The synthesis stats list as the most numerous cell inv_1.
* Power per cell area: 71.5 mW/mm²
- By count the netlist is led by inv_1 (142), ha_1 (132), nor2_1 (115).
* Crit-path max cell delay: 0.47 ns
- For this design, Yosys synthesis ends with a cell count of ~1100.
- The total overflow left after global routing is 0.
- For this configuration, the core starts out at a cell density of 51.5%.
- Count of flip-flops with a built-in enable after synthesis: 0
- Hold slack: 11.15 ns
- Largest net degree at the start of global routing: 24
* Most frequent cell on the critical path: ha_1
- The final layout contains routed wiring with a total length of about 25000 µm.
* Number of buffer and inverter instances along the worst setup path: 8
- DR vias: 7741
- STA classifies the critical path endpoint as a primary output.
- Ports: 32
- IO Port Bufs: 32
- Via count of the first global-routing pass: approximately 7500
- Post-synth the commonest register cell is dlxtn_1.
- Placed cell count: roughly 1300
- Counting the fill cells in the layout gives between 1500 and 2000.
- Startpoint type of the worst setup path: input port
- Count of warning messages emitted by the tools: 51
- Post-layout minimum cycle time: between 20 and 25 ns
- Summed over all instances, the cell type with the most area after synthesis is fa_1.
- 0 antenna diodes ended up in the layout.
- Area of the placeable core: 0.0159 mm²
* Filler-free cell count of the finished design: 1319
- Per the slew report, the remaining headroom to the max-slew limit stands at 33.4%.
- Number of maximum-capacitance constraint violations: 0
- Die X: 130 µm
- For reference, the placement row count at floorplan is 46.
- Asr flop ratio synth: 0%
* Worst Max-Slew Pin Slew: 0.989 ns
* Avg Vias per Cell: 5.87
## layout make-up
| class | instances | area, µm² | area share [%] |
|---|---|---|---|
| Inverter | 152 | 571 | 6.22 |
| Sequential cell | 8 | 120 | 1.31 |
| Tap cell | 216 | 270 | 2.94 |
| Timing Repair Buffer | 82 | 699 | 7.62 |
| Multi-Input combinational cell | 861 | 7520 | 81.9 |
## metal layers
layer / vias to the layer above / wire (µm) / track usage, %
li1: 3752 / - / -
met1: 3643 / 11100 / 47.0
met2: 295 / 10700 / 48.1
met3: 51 / 2170 / 8.27
met4: 0 / 709 / 8.76
met5: - / 0 / 0
## what timing repair did
item	4_1_cts	5_1_grt
setup endpoints to repair	2	2
resized	2	29
pin swaps	0	7
setup buffers	0	7
endpoints found under the hold margin	0	0
## power by group
| group | switching [mW] | internal, mW | leakage (nW) |
|---|---|---|---|
| Sequential | 0.0000503 | 0.00136 | 0.0640 |
| Clock | 0 | 0 | 0 |
| Combinational | 0.369 | 0.286 | 4.31 |
| Total | 0.369 | 0.287 | 4.38 |
## cells by family after synthesis
family	synth area share [%]
AND/OR/NAND/NOR	17.5
AND-OR/OR-AND	19.6
adder cells (fa/ha/maj)	41.4
buffers and inverters	8.78
XOR/XNOR	7.78
multiplexers	3.42
latches	1.46
other	0.0915
## placed cells by master, fill, tap and decap left out, types with 10 or more instances in the layout
cell type,count
inv_1,140
ha_1,126
nor2_1,113
fa_1,87
nand2_1,65
a21oi_1,64
buf_4,49
xnor2_1,42
o21ai_0,34
clkdlybuf4s50_1,32
xor2_1,29
nor3_1,28
nand3_1,24
a21o_1,15
a31oi_1,13
mux2_2,13
a221oi_1,11
nor4_1,10
## worst min-delay path: stages
cell and delay (ns):
clkdlybuf4s50_1 0.45, buf_4 0.23, a21oi_1 0.17, a22oi_1 0.09, clkdlybuf4s50_1 0.41
## through the flow
step / instance area, µm² / worst slack (ns) / utilization, % / power (mW) / TNS (ns)
floorplan: 8200 / 0.462 / - / 0.480 / 0
global placement: 8970 / 0.0732 / 56.2 / 0.639 / 0
detailed placement: 8970 / -0.140 / 56.2 / 0.633 / -0.187
CTS: 8980 / 0.0307 / 56.3 / 0.640 / 0
global route: 9180 / -0.0868 / 57.6 / 0.750 / -0.0925
finish: 9180 / 0.704 / 57.6 / 0.657 / 0
## how the worst min path moves through the flow
stage	from	slack [ns]	to	cells after the start
final	opcode[3]	11.15	c	5
after global routing	opcode[3]	11.19	c	5
after CTS	opcode[3]	11.15	c	5
No activity file was given, so power comes from the tool's default toggle rates.
